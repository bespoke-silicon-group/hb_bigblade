==> design/flow/design.v <==
module bsg_lfsr_div30
  (input  clk_i
  ,input  reset_i
  ,output clk_div_o
  );
  logic [3:0] data_r;
  logic out_r;
  assign clk_div_o = out_r;
  always_ff @(posedge clk_i)
  begin
    if (reset_i)
      begin
        data_r[1] <= 1'b1;
        out_r     <= 1'b0;
      end
    else
      begin
        data_r[1] <= data_r[2];
        out_r     <= (~(| data_r[2:0]) ^ out_r);
      end
    data_r[0] <= data_r[1];
    data_r[2] <= data_r[0] ^ data_r[3];
    data_r[3] <= data_r[0];
  end
endmodule
==> design/flow/run.sh <==
#!/bin/bash
# OpenROAD 26Q1-2900-gdf79404cd8, Yosys 0.63+post, stock flow scripts
make -C /OpenROAD-flow-scripts/flow DESIGN_CONFIG=/design/flow/config.mk WORK_HOME=/design/flow/orfs finish
==> design/flow/config.mk <==
export PLATFORM = sky130hd
export DESIGN_NAME = bsg_lfsr_div30
export DESIGN_NICKNAME = bsg_lfsr_div30
export VERILOG_FILES = /design/flow/design.v
export SDC_FILE = /design/flow/constraint.sdc
export NUM_CORES = 4
export LEC_CHECK = 1
export CORE_AREA = 10 10 70 70
export DIE_AREA = 0 0 80 80
==> design/flow/constraint.sdc <==
current_design bsg_lfsr_div30

set clk_period 1.2
set clk_io_pct 0.2

create_clock -name clk0 -period $clk_period [get_ports {clk_i}]

set non_clock_inputs [all_inputs -no_clocks]
set_input_delay [expr $clk_period * $clk_io_pct] -clock clk0 $non_clock_inputs
set_output_delay [expr $clk_period * $clk_io_pct] -clock clk0 [all_outputs]
==> notes.md <==
yosys + openroad results -> status=finished clean, setup total negative slack=0 ns, yosys cell count=10, Final Cell Area=around 250 sq um, Final Hold Viols=0, startpoint types=flop, period utilization=94.7%, layout cells sized above 1=about a third, worst skew pair latency=approximately 0.24 ns, core area=3420 sq um, Rows=21, drt initial violations=7, placed cell area=~210 sq um, OpenROAD warning count=25, Yosys reg bits=5, Fmax=roughly 880 MHz, # port buffers=2, cell area after synthesis=approximately 140 sq um, Final HPWL DP=roughly 210 microns, Slew HR=a little under 90%, Routed Antenna Nets=0, Worst Hold Class=reg -> reg, Worst Path Max Fanout=2, grt total ovfl=0, crit path time final=between 1 and 1.5 ns, dominant synthesized flop cell=dfxtp_1, via count=~100, Non-Filler Instances=63, CTS Buf Count=3, Num Clock Sinks=5, Worst setup EP type=flop, Layout area overhead=82.4%, CP Class=reg -> reg, Reg clk slew, reported paths=roughly 0.040 ns, die area=about 6400 sq um, YS chip area=about 140 sq um, max cap viols=0, register share after synthesis=about three quarters, reg-to-reg setup timing slack=about 0.064 ns, diodes inserted=0, Unique masters post-synth=6, final wirelength=between 200 and 300 microns, die width=~80 microns, Worst Clk Skew=0.000334 ns, Post-Place Cells=between 50 and 60, largest net degree at the start of global routing=5, Pins Over Slew Limit=0, 1st-pass router iterations=2, H-tree levels=1, Syn Area/Cell=13.5 sq um, cells after synthesis=10, routability cong.=slightly below 0.6, CP Data Required Time=~1.4 ns, routed len/inst=4.49 microns, asr flop ratio synth=0%, number of antenna violations at the first check in global routing=0, floorplan core density=just under 4%, # hold bufs at CTS=0, vias in the first global route=about 98, Yosys top cell by area=dfxtp_1, Max IR drop VDD=roughly 280 uV, endpoints failing setup=0, Die Ht=approximately 80 microns, Bufs on Longest Clock Path=2, Power per Cell Area=approximately 2000 nW/um^2, Max-area cell share=about three quarters, IO Count=3, RSZ-0062 raised after global routing=no, Leak=approximately 0.000083 uW, first-pass GRT wire length=between 400 and 500 microns, yosys warns=1, top-count cell post-synth=dfxtp_1, DRC violations left=0, CP arrival=approximately 1.3 ns, top cells, area=dfxtp_1 (74%), xor2_1 (6.5%), o31ai_1 (5.6%), or4_1 (5.6%), or2_2 (4.6%), CTS Root Cell=clkbuf_4, GRT Total Usage=less than 1%, flip-flops with a built-in enable=0, CTS tree=yes, Vias/cell=~1.6, Slew @ Worst Pin=between 0.15 and 0.2 ns
-- metrics by stage --
step,hold WS [ns],power [uW],utilization [%],worst slack (ns)
6_report,0.367,492,7.22,0.0641
5_1_grt,0.368,527,7.22,0.0274
4_1_cts,0.366,500,7.22,0.0585
3_5_place_dp,0.362,298,6.23,0.129
3_3_place_gp,0.353,290,6.23,0.132
2_1_floorplan,0.309,271,-,0.205
-- per-layer routing --
metal	routed length (microns)	GRT usage [%]	up-vias
met1	99	0.600	48
met3	63	1.93	2
met4	10	0.528	0
li1	-	-	48
met2	110	1.12	4
met5	0	0	-
-- placed cells by master, fill, tap and decap left out, drive strengths merged --
cell type      Yosys  layout
a21oi              1       1
buf                0       1
clkbuf             0       4
clkdlybuf4s50      0       1
dfxtp              5       5
dlygate4sd2        0       1
o31ai              1       1
or2                1       1
or4                1       1
xor2               1       1
-- worst max-delay path: stages, from the launching register on --
cell	delay [ns]
dfxtp_2	0.31
buf_4	0.12
or4_1	0.46
a21oi_1	0.16
-- sequential cells by signal (all words and copies together), names as in the netlist --
signal / count
out_r: 1
data_r: 4
-- area by class of cell --
| class | count | area [sq um] |
|---|---|---|
| well taps | 46 | 57.6 |
| fillers | 408 | 3170 |
| flip-flops and latches | 5 | 101 |
| multi-input cells | 5 | 35.0 |
| clock buffers | 4 | 26.3 |
| repair buffers | 3 | 26.3 |
-- what timing repair did --
item                       4_1_cts  5_1_grt
gates resized                    2        0
setup buffers                    1        0
setup endpoints to repair        1        0
-- worst paths after layout --
path / from / to / depth (start not counted)
setup / recovery: out_r / out_r / 3
hold / removal: data_r[1] / data_r[0] / 0
setup reg to reg: out_r / out_r / 3
hold reg to reg: data_r[1] / data_r[0] / 0
-- report_power, final --
group | internal, uW | switching [uW]
clock network | 126 | 67.2
logic | 30.6 | 12.8
registers | 221 | 35.6
total | 377 | 116
-- kinds of logic (layout without fill, tap and decap cells) --
| family | after synthesis | in the layout | share of synthesized area (%) |
|---|---|---|---|
| xor gates and xnor gates | 1 | 1 | 6.48 |
| DFF | 5 | 5 | 74.1 |
| and+or+nand+nor | 2 | 2 | 10.2 |
| buffers and inverters | 0 | 7 | 0 |
| AOI/OAI and AO/OA | 2 | 2 | 9.26 |
Power figures rest on the tool's default switching activity, not on a simulated workload.
